$ cat ./config.mk
export PLATFORM = sky130hd
export DESIGN_NAME = Ram_1wrs
export DESIGN_NICKNAME = Ram_1wrs
export VERILOG_FILES = /design/flow/design.v
export SDC_FILE = /design/flow/constraint.sdc
export NUM_CORES = 4
export LEC_CHECK = 1
export CORE_UTILIZATION = 30
$ cat ./constraint.sdc
current_design Ram_1wrs

set clk_period 3.7
set clk_io_pct 0.2

create_clock -name clk0 -period $clk_period [get_ports {clk}]

set non_clock_inputs [all_inputs -no_clocks]
set_input_delay [expr $clk_period * $clk_io_pct] -clock clk0 $non_clock_inputs
set_output_delay [expr $clk_period * $clk_io_pct] -clock clk0 [all_outputs]
$ cat ./design.v
module Ram_1w_1rs #(
    parameter integer wordCount = 0,
    parameter integer wordWidth = 0,
    parameter clockCrossing = 1'b0,
    parameter technology = "auto",
    parameter readUnderWrite = "dontCare",
    parameter integer wrAddressWidth = 0,
    parameter integer wrDataWidth = 0,
    parameter integer wrMaskWidth = 0,
    parameter wrMaskEnable = 1'b0,
    parameter integer rdAddressWidth = 0,
    parameter integer rdDataWidth  = 0
)(
    input wr_clk,
    input wr_en,
    input [wrMaskWidth-1:0] wr_mask,
    input [wrAddressWidth-1:0] wr_addr,
    input [wrDataWidth-1:0] wr_data,
    input rd_clk,
    input rd_en,
    input [rdAddressWidth-1:0] rd_addr,
    output [rdDataWidth-1:0] rd_data
);
    reg [wrDataWidth-1:0] ram_block [(2**wrAddressWidth)-1:0];
    integer i;
    localparam COL_WIDTH = wrDataWidth/wrMaskWidth;
    always @ (posedge wr_clk) begin
        if(wr_en) begin
            for(i=0;i<wrMaskWidth;i=i+1) begin
                if(wr_mask[i]) begin
                    ram_block[wr_addr][i*COL_WIDTH +: COL_WIDTH] <= wr_data[i*COL_WIDTH +:COL_WIDTH];
                end
            end
        end
    end
    reg [rdDataWidth-1:0] ram_rd_data;
    always @ (posedge rd_clk) begin
        if(rd_en) begin
            ram_rd_data <= ram_block[rd_addr];
        end
    end
    assign rd_data = ram_rd_data;
endmodule
module Ram_1wrs #(
    parameter integer wordCount = 8,
    parameter integer wordWidth = 8,
    parameter technology = "auto",
    parameter readUnderWrite = "dontCare",
    parameter duringWrite = "dontCare",
    parameter integer maskWidth = 1,
    parameter maskEnable = 1'b0
)(
    input clk,
    input en,
    input wr,
    input [$clog2(wordCount)-1:0] addr,
    input [maskWidth-1:0] mask,
    input [wordWidth-1:0] wrData,
    output [wordWidth-1:0] rdData
);
    wire [maskWidth-1:0] wea = wr?mask:0;
    xilinx_single_port_byte_write_ram_read_first #(
        .NB_COL(maskWidth),                            
        .COL_WIDTH(8),                         
        .RAM_DEPTH(wordCount),                      
        .RAM_PERFORMANCE("HIGH_PERFORMANCE"),  
        .INIT_FILE("")                         
    ) ramInst (
        .addra(addr),      
        .dina(wrData),        
        .clka(clk),        
        .wea(wea),          
        .ena(en),          
        .rsta(1'b0),        
        .regcea(!wr),     
        .douta(rdData)       
    );
endmodule
module xilinx_single_port_byte_write_ram_read_first #(
    parameter NB_COL = 4,                            
    parameter COL_WIDTH = 9,                         
    parameter RAM_DEPTH = 1024,                      
    parameter RAM_PERFORMANCE = "HIGH_PERFORMANCE",  
    parameter INIT_FILE = ""                         
) (
    input [clogb2(RAM_DEPTH-1)-1:0] addra,   
    input [(NB_COL*COL_WIDTH)-1:0] dina,   
    input clka,                            
    input [NB_COL-1:0] wea,                
    input ena,                             
    input rsta,                            
    input regcea,                          
    output [(NB_COL*COL_WIDTH)-1:0] douta  
);
    reg [(NB_COL*COL_WIDTH)-1:0] BRAM [RAM_DEPTH-1:0];
    reg [(NB_COL*COL_WIDTH)-1:0] ram_data = {(NB_COL*COL_WIDTH){1'b0}};
    generate
        if (INIT_FILE != "") begin: use_init_file
            initial
                $readmemh(INIT_FILE, BRAM, 0, RAM_DEPTH-1);
        end else begin: init_bram_to_zero
            integer ram_index;
            initial
                for (ram_index = 0; ram_index < RAM_DEPTH; ram_index = ram_index + 1)
                    BRAM[ram_index] = {(NB_COL*COL_WIDTH){1'b0}};
        end
    endgenerate
    always @(posedge clka)
        if (ena) begin
            ram_data <= BRAM[addra];
        end
    generate
        genvar i;
        for (i = 0; i < NB_COL; i = i+1) begin: byte_write
            always @(posedge clka)
                if (ena)
                    if (wea[i])
                        BRAM[addra][(i+1)*COL_WIDTH-1:i*COL_WIDTH] <= dina[(i+1)*COL_WIDTH-1:i*COL_WIDTH];
        end
    endgenerate
    generate
        if (RAM_PERFORMANCE == "LOW_LATENCY") begin: no_output_register
            assign douta = ram_data;
        end else begin: output_register
            reg [(NB_COL*COL_WIDTH)-1:0] douta_reg = {(NB_COL*COL_WIDTH){1'b0}};
            always @(posedge clka)
                if (rsta)
                    douta_reg <= {(NB_COL*COL_WIDTH){1'b0}};
                else if (regcea)
                    douta_reg <= ram_data;
            assign douta = douta_reg;
        end
    endgenerate
    function integer clogb2;
        input integer depth;
        for (clogb2=0; depth>0; clogb2=clogb2+1)
            depth = depth >> 1;
    endfunction
endmodule
$ cat ./run.sh
#!/bin/bash
# OpenROAD 26Q1-2900-gdf79404cd8, Yosys 0.63+post, stock flow scripts
make -C /OpenROAD-flow-scripts/flow DESIGN_CONFIG=/design/flow/config.mk WORK_HOME=/design/flow/orfs finish
==> flow_summary.json <==
{
  "status": "finished, final reports clean",
  "area_growth_pct": 18.8,
  "avgSynthCellArea_um2": 20.9,
  "cts_made_buffers": 9,
  "clock_skew_ns": 0.00685,
  "stdcell_count": 320,
  "syn_inst": 146,
  "hpwl_mm": 3.41,
  "crit_fanout": 16,
  "rsz0062_at_grt": "false",
  "finalCriticalPeriod_ns": 2.68,
  "leakagePower_uw": 0.00121,
  "clockBufferDepth": 2,
  "hold_path_depth": 0,
  "dr_total_vias": 1454,
  "r2r_slack_ns": 2.30,
  "synth_cell_types": 29,
  "chipHeight_um": 103,
  "pwr-share-seq_pct": 63.6,
  "cp.arrival_ns": 2.73,
  "cts_tree": "built",
  "clk_latency_ns": 0.34,
  "cp.required_ns": 3.76,
  "antenna_found_initial": 0,
  "r2r_start": "ramInst.BRAM[1][3]",
  "ys_warn_count": 1,
  "synth-cells-yosys": 146,
  "grt.total_usage_pct": 11.0,
  "gp_congestion": 0.778,
  "core_um2": 9820,
  "die_width_um": 103,
  "worst_hold_path_type": "reg2reg",
  "ir_drop_mv": 0.136,
  "tool_warnings": 25,
  "r2r_cells": 2,
  "start_kind": "input pin",
  "finalClockPeriodUsage_pct": 72.3,
  "worst_pin_slew_ns": 0.795,
  "synth.cell_area_um2": 3060,
  "max_freq_mhz": 374,
  "cts-resized-gates": 0,
  "hold_violations": 0,
  "grt_pass1_vias": 1440,
  "p_comb_share_pct": 5.8,
  "grt-ovfl-total": 0,
  "yosysSeqAreaShare_pct": 78.6,
  "final.setup.worst_slack_ns": 1.02,
  "grt_max_degree": 19,
  "layout.cells.most_common": "edfxtp_1",
  "drive_above_1_share_pct": 18.2,
  "r2r-end": "ramInst.ram_data[3]",
  "p_sw_uw": 317,
  "drc_errors": 0,
  "post_cts_buffers": 0,
  "max_cap_violations": 0,
  "postRouteWirelength_mm": 5.07,
  "port_buffers": 22,
  "setup_viol": 0,
  "critPathCaptureType": "flop",
  "criticalPathCategory": "in2reg",
  "min-delay-start": "ramInst.ram_data[3]",
  "cts_sinks": 80,
  "switching_share_pct": 19.7,
  "p_clk_share_pct": 30.6,
  "fp_util_pct": 31.1,
  "root_buffer": "clkbuf_8",
  "fin_setup_tns_ns": 0,
  "yosys_area_um2": 3060,
  "post-route-util_pct": 37.0,
  "layout_top_cells": "80 x edfxtp_1, 22 x clkdlybuf4s50_1, 14 x buf_4",
  "die_area_um2": 10600,
  "avgRoutedWirePerCell_um": 15.8,
  "dp_cells": 308,
  "holdPathEnd": "ramInst.output_register.douta_reg[3]",
  "largest_reg_flops": 64,
  "ant_nets": 0,
  "max-slew-margin-rel_pct": 46.8,
  "path_clk_slew_ns": 0.07,
  "slew_violations": 0,
  "vias_per_cell": 4.54,
  "dr.pass1.iters": 4,
  "drtIter0Drc": 61,
  "insertedDiodeCount": 0,
  "grt_pass1_wl_mm": 7.85,
  "ios": 23,
  "p_int_uw": 1290,
  "cts_hold_buf": 0,
  "h-tree-depth": 3,
  "ys.flops": 80,
  "power_density_nw_per_um2": 443,
  "num_rows": 36,
  "dp_slack_ns": 0.656
}
critical path: stages:
cell and delay [ns]:
clkdlybuf4s50_1 0.83, buf_4 0.32, nand2_1 0.09, nor2_1 0.50
buf_4 0.25
synthesized netlist by cell type:
cell	count	area share [%]
mux4_2	4	2.9
a221oi_1	1	0.29
o32a_1	2	0.65
edfxtp_1	80	79
mux2_2	2	0.74
a211oi_1	2	0.49
buf_8	1	0.49
nand2_1	6	0.74
a21boi_0	1	0.25
nand4_1	2	0.41
buf_4	1	0.25
a31o_1	1	0.29
nor2_1	8	0.98
nor4b_1	1	0.29
inv_1	4	0.49
o21ai_0	1	0.16
buf_2	4	0.65
and3_1	1	0.20
mux2_4	3	1.5
or3_1	1	0.20
nand3b_1	1	0.25
or2b_1	1	0.25
mux4_1	7	6.0
a21oi_1	1	0.16
buf_6	1	0.37
o22ai_1	1	0.20
nand2b_1	1	0.20
mux2i_1	5	1.6
nor3_1	2	0.33
how the worst max path moves through the flow:
| stage | from | endpoint | slack (ns) | cells past startpoint |
|---|---|---|---|---|
| after CTS | addr[0] | ramInst.BRAM[7][3] | 1.02 | 5 |
| after global routing | addr[0] | ramInst.BRAM[7][3] | 0.87 | 5 |
| final | addr[0] | ramInst.BRAM[7][3] | 1.02 | 5 |
metrics by stage:
step | power [µW] | hold WS (ns) | cell area, µm²
6_report | 1610 | 0.420 | 3630
5_1_grt | 1670 | 0.423 | 3630
4_1_cts | 1630 | 0.422 | 3630
3_5_place_dp | 1140 | 0.405 | 3490
3_3_place_gp | 1140 | 0.402 | 3490
2_1_floorplan | 1090 | 0.400 | 3060
per-layer routing:
layer | vias up | part of all wire, % | GRT usage [%]
met3 | 10 | 9.7 | 5.86
met4 | 0 | 1.9 | 1.95
met1 | 705 | 42 | 15.6
met2 | 67 | 46 | 16.3
li1 | 672 | - | -
met5 | - | 0 | 0
final cells by class:
class	instances	area (µm²)
Multi-Input combinational cell	55	586
Clock inverter	3	13.8
Tap cell	133	166
Timing Repair Buffer	36	325
Sequential cell	80	2400
Clock buffer	9	124
Inverter	4	15.0
Fill cell	913	6190
cell families (layout without fill, tap and decap cells):
family	after synthesis	in the layout	synth area share, %
compound gates	10	10	2.50
simple gates	24	24	3.85
buf+inv	11	52	2.25
flops	80	80	78.6
mux	21	21	12.8
power by group through the flow:
stage | combinational (µW) | clock [µW] | sequential [µW]
4_1_cts | 94.4 | 509 | 1030
5_1_grt | 102 | 540 | 1030
6_report | 93.2 | 492 | 1020
Power and IR drop assume default switching activity.
